==> ./run.sh <==
#!/bin/bash
# OpenROAD 26Q1-2900-gdf79404cd8, Yosys 0.63+post, stock flow scripts
make -C /OpenROAD-flow-scripts/flow DESIGN_CONFIG=/design/flow/config.mk WORK_HOME=/design/flow/orfs finish
==> ./config.mk <==
export PLATFORM = sky130hd
export DESIGN_NAME = ifetcher_timeoutCounter
export DESIGN_NICKNAME = ifetcher_timeoutCounter
export VERILOG_FILES = /design/flow/design.v
export SDC_FILE = /design/flow/constraint.sdc
export NUM_CORES = 4
export LEC_CHECK = 1
export CORE_AREA = 10 10 71 71
export DIE_AREA = 0 0 81 81
==> ./constraint.sdc <==
current_design ifetcher_timeoutCounter

set clk_period 2.2
set clk_io_pct 0.2

create_clock -name clk0 -period $clk_period [get_ports {iClk}]

set non_clock_inputs [all_inputs -no_clocks]
set_input_delay [expr $clk_period * $clk_io_pct] -clock clk0 $non_clock_inputs
set_output_delay [expr $clk_period * $clk_io_pct] -clock clk0 [all_outputs]
==> ./design.v <==
module ifetcher_timeoutCounter #(CW=8) (
	iClk,
	iResetn,
	iCountEn,
	iCountDone,
	oTimeoutFatal,
	oCounter
);
	output [CW-1:0] oCounter;
	input iClk,iResetn;
	input iCountEn,iCountDone;
	output oTimeoutFatal;
	reg [CW-1:0] rCounter;
	assign oTimeoutFatal=(&rCounter)? 1'b1 : 1'b0;
	assign oCounter=rCounter;
	always @(posedge iClk or negedge iResetn) begin
		if (!iResetn) begin
			rCounter<={CW{1'b0}};
		end else begin
			case ({iCountDone,iCountEn})
				2'b01: rCounter<=rCounter+1'b1;
				2'b10: rCounter<={CW{1'b0}};
				default: rCounter<=rCounter;
			endcase
		end
	end
endmodule
==> results_dict.tcl <==
# flow metrics
set metrics [dict create \
    seqPwrFrac_pct 42.0 \
    syn_inst 53 \
    drt_first_pass_iters 4 \
    top_usage_layer "met1" \
    yosysSeqAreaShare_pct 43.0 \
    wl_per_cell_um 10.4 \
    yosys.area.top_type "dfrtp_1" \
    setup_viol 0 \
    largest_reg_flops 8 \
    hold_path_class "in -> async" \
    cp_slowest_cell "clkdlybuf4s50_1" \
    top_cells_by_area "dfrtp_1, nand2_1, o21ai_0, ha_1, nand3_1" \
    grtUsageMet1_pct 5.49 \
    avgSynthCellArea_um2 8.78 \
    port_buffers 12 \
    synth_stat.cells 53 \
    die_w_um 81 \
    synthAoiAreaFrac_pct 16.1 \
    routabilityCongestion 0.840 \
    power.switching_mw 0.231 \
    end_kind "primary output" \
    clk_latency_ps 230 \
    timing.hold.ws_ps 501 \
    chipArea_um2 6560 \
    hold_violations 0 \
    fin_tns_setup_ps 0 \
    yosys_warnings 1 \
    overflow 0 \
    core_um2 3630 \
    synthTopLogicFamily "simple AND/OR/NAND/NOR gates" \
    lay_top_cells "clkdlybuf4s50_1, nand2_1, o21ai_0, dfrtp_1, inv_1" \
    clk_path_buf_depth 2 \
    mux_area_share_pct 2.15 \
    ios 13 \
    reg.largest.list "rCounter: 8 flops" \
    layout-drive-gt1-share_pct 16.2 \
    crit_path_start_kind "flop" \
    top_area_share_pct 43.0 \
    crit_type "reg -> out" \
    die-height_um 81 \
    grt_pass1_wl_mm 1.99 \
    combPwrFrac_pct 33.3 \
    area_delta_synth_final_pct 50.5 \
    slew_viol_final 0 \
    detail-route-antenna-nets 0 \
    layout_top_cell "clkdlybuf4s50_1" \
    cts_tree "done" \
    clockPowerShare_pct 24.7 \
    rsz0062_at_grt "false" \
    cts-root-buf "clkbuf_8" \
    post-place-ws_ps 106 \
    syn_area_um2 465 \
    fin_crit_sh_pct 94.9 \
    fin_crit_ps 2090 \
    slowest_delay_ps 480 \
    path_cells "ha_2 -> nand3_2 -> nor3_2 -> clkdlybuf4s50_1" \
    post-route-util_pct 19.3 \
    status "complete, no violations" \
    fin_ws_ps 112 \
    slew-limit-headroom_pct 74.8 \
    yosysChipArea_um2 465 \
    worstMarginPinSlew_ps 377 \
    grt_pass1_vias 423 \
    antenna_found_initial 0 \
    cts.sinks 8 \
    cts-buffers-inserted 3 \
    diodes 0 \
    largest-register "rCounter" \
    sw_frac_of_total_pct 32.8 \
    fin_cells 116 \
    synthAdderAreaFrac_pct 5.38 \
    cp_top_family "buffers and inverters" \
    dr_total_vias 445 \
    h-tree-depth 1 \
    worstPathArrival_ps 1650 \
    leakagePower_nw 0.271 \
    xor_share_pct 0 \
    cp_max_fo 6 \
    edf_count 0 \
    drc 0 \
    ys_sh_simple_pct 27.7 \
    power.internal_mw 0.473 \
    skew_ps 0.413 \
    crit_buf_inv 1 \
    ctsHoldBuffers 0 \
    vdd_ir_drop_max_mv 0.357 \
    gr-usage-all-layers_pct 3.90 \
    postSynth.asyncResetShare_pct 100 \
    ys.flop_type "dfrtp_1" \
    grt_start_max_net_pins 12 \
    synth_cell_types 25 \
    use_met3_pct 3.01 \
    initial_core_util_pct 12.8 \
    use_met2_pct 4.78 \
    dp.cells 113 \
    ys_ff 8 \
    powerDensity_nw_per_um2 1000 \
    required_ps 1760 \
    max_freq_ghz 0.479 \
    viasPerCell 3.84 \
    drv_cap 0 \
    dr.first_iter.drc_count 62 \
    path_clk_slew_ps 40 \
    rows 22 \
    place_hpwl_um 897 \
    log.warning_count 25 \
    wl_mm 1.21 \
]
==> layout make-up <==
type / count / area, um2
Fill cell: 398 / 2930
Timing Repair Buffer: 14 / 135
Inverter: 4 / 15.0
Clock buffer: 3 / 41.3
Multi-Input combinational cell: 39 / 246
Sequential cell: 8 / 203
Tap cell: 48 / 60.1
==> path summary, 6_finish.rpt <==
path                        startpoint  slack (ps)             to  cells after the start
max reg2reg                rCounter[1]         770    rCounter[6]                      4
max                        rCounter[1]         110  oTimeoutFatal                      4
min                            iResetn         500    rCounter[4]                      1
min in group clk0          rCounter[7]         540    rCounter[7]                      2
max in group asynchronous      iResetn        1410    rCounter[0]                      1
min reg2reg                rCounter[7]         540    rCounter[7]                      2
==> cell families after synthesis <==
family | after synthesis
AND/OR/NAND/NOR | 24
multiplexers | 1
AND-OR/OR-AND | 12
adder cells (fa/ha/maj) | 2
buffers and inverters | 6
flip-flops | 8
==> cells in the mapped netlist, types with 2 or more instances <==
master	n
nand3_1	3
o21ai_0	6
nor2_1	2
ha_1	2
nand2_1	9
inv_1	4
dfrtp_1	8
or4_1	2
==> power groups by stage <==
stage / clock network (mW) / logic (mW) / registers (mW)
after global routing: 0.185 / 0.269 / 0.309
final: 0.174 / 0.234 / 0.296
after CTS: 0.177 / 0.241 / 0.291
==> repair_timing <==
| item | in CTS | in global routing |
|---|---|---|
| buffers inserted | 0 | 0 |
| resized | 2 | 2 |
| setup endpoints to repair | 1 | 1 |
==> worst register-to-register path: cells and delay by family (launching register included) <==
| family | cells | cell delay [ps] |
|---|---|---|
| adders and majority gates | 1 | 230 |
| and+or+nand+nor | 3 | 730 |
| DFF | 1 | 400 |
==> metal layers <==
| layer | vias to the layer above | wire [um] | part of all wire [%] |
|---|---|---|---|
| met5 | - | 0 | 0 |
| met4 | 0 | 6 | 0.50 |
| met3 | 2 | 185 | 15 |
| met2 | 21 | 413 | 34 |
| met1 | 200 | 599 | 50 |
| li1 | 222 | - | - |
==> metrics by stage <==
stage / area [um2] / power (mW)
after floorplan: 465 / 0.380
after global placement: 649 / 0.516
after detailed placement: 649 / 0.523
after CTS: 698 / 0.709
after global routing: 701 / 0.763
final: 701 / 0.704
Power figures rest on the tool's default switching activity, not on a simulated workload.
