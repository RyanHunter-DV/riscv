`./design.v`:
```
module ifetcher_rcvdb #(IW=32) (
	iClk,
	iResetn,
	iClear,
	iWE,
	iWD,
	iRE,
	oRD,
	oEmpty,
	oFull
);
	input iClk,iResetn;
	input iClear,iWE,iRE;
	output oEmpty,oFull;
	input  [IW*4-1:0] iWD;
	output [IW*4-1:0] oRD;
	wire resetN;
	reg[IW*4-1:0] mem[7:0];
	reg[2:0] rPtr,wPtr;
	assign oEmpty=(rPtr==wPtr)? 1'b1:1'b0;
	assign oFull=(wPtr+1==rPtr)? 1'b1:1'b0;
	assign oRD=mem[rPtr];
	assign resetN=iResetn&(~iClear);
	always @(posedge iClk or negedge resetN) begin
		if (!resetN) begin
			rPtr<=3'h0;
			wPtr<=3'h0;
		end else begin
			if (iWE) begin
				mem[wPtr]<=iWD;
				wPtr<=wPtr+1'b1;
			end
			if (iRE) begin
				rPtr<=rPtr+1'b1;
			end
		end
	end
endmodule
```
`./run.sh`:
```
#!/bin/bash
# OpenROAD 26Q1-2900-gdf79404cd8, Yosys 0.63+post, stock flow scripts
make -C /OpenROAD-flow-scripts/flow DESIGN_CONFIG=/design/flow/config.mk WORK_HOME=/design/flow/orfs finish
```
`./config.mk`:
```
export PLATFORM = sky130hd
export DESIGN_NAME = ifetcher_rcvdb
export DESIGN_NICKNAME = ifetcher_rcvdb
export VERILOG_FILES = /design/flow/design.v
export SDC_FILE = /design/flow/constraint.sdc
export NUM_CORES = 4
export LEC_CHECK = 1
export CORE_UTILIZATION = 40
```
`./constraint.sdc`:
```
current_design ifetcher_rcvdb

set clk_period 16.4
set clk_io_pct 0.2

create_clock -name clk0 -period $clk_period [get_ports {iClk}]

set non_clock_inputs [all_inputs -no_clocks]
set_input_delay [expr $clk_period * $clk_io_pct] -clock clk0 $non_clock_inputs
set_output_delay [expr $clk_period * $clk_io_pct] -clock clk0 [all_outputs]
```
==> flow_metrics.tcl <==
# yosys + openroad results
set metrics [dict create \
    status "completed" \
    hp-start "wPtr[0]" \
    p_per_area_nw_per_um2 181 \
    cp-endpoint "oRD[23]" \
    path_cells "inv_1 -> ha_4 -> or4_4 -> or2_4 -> buf_4 -> buf_4 -> a41oi_2 -> clkdlybuf4s50_1" \
    floorplan.core_util_pct 40.6 \
    edf_count 1024 \
    max-vdd-ir-drop_mv 0.122 \
    yosys.area.top_type "edfxtp_1" \
    vias 21600 \
    num-fill-cells 7801 \
    syn_area_per_cell_um2 18.5 \
    drt_iter0_markers 1401 \
    stdcell_area_um2 46900 \
    gp_congestion 0.818 \
    antenna_found_initial 10 \
    ys_ff 1030 \
    synth_cell_types 31 \
    yosys.stat.seqShare_pct 78.3 \
    yosysCellCount 2137 \
    setup_violations 0 \
    clkTransAtPathRegs_ns 0.06 \
    slew_headroom_pct 42.9 \
    postCtsSetupBuffers 0 \
    core_um2 97100 \
    async_flop_share_pct 0.583 \
    cts_tree "built" \
    setup-tns-final_ns 0 \
    path_common_cell "buf_4" \
    row_count 114 \
    wl_per_cell_um 26.4 \
    cpMaxStageDelayCell "ha_4" \
    r2r_slack_ns 13.10 \
    wl_um 99900 \
    p_sw_share_pct 32.1 \
    layout_min_cycle_time_ns 8.18 \
    synth_warnings 2 \
    ant_nets 0 \
    p_leak_nw 14.4 \
    area_growth_pct 18.8 \
    power_w 0.00846 \
    yosys-top-cells-area "edfxtp_1 78%, a41oi_2 4.9%, mux2_2 3.7%" \
    combPwrFrac_pct 37.2 \
    critPathRequiredTime_ns 13.12 \
    cts_resized 0 \
    root_buffer "clkbuf_16" \
    drive_above_1_share_pct 18.8 \
    die-area_um2 99900 \
    max_cap_violations 0 \
    cp-end-kind "output port" \
    yosysChipArea_um2 39500 \
    overflow 0 \
    portBuffers 262 \
    clock_power_share_pct 26.7 \
    pwr-share-seq_pct 36.1 \
    fmax_mhz 122 \
    fp.dieH_um 316 \
    clock_path_buffers 3 \
    firstDrtPassIters 8 \
    placed_area_um2 43600 \
    cts_hold_buf 0 \
    track_usage_pct 21.9 \
    final_util_pct 48.3 \
    cts_made_buffers 106 \
    tightest_slew_ns 0.857 \
    yosys.area.top_type_share_pct 77.9 \
    dp_hpwl_um 53000 \
    clk_latency_ns 0.69 \
    critPathKind "flip-flop to output port" \
    path_max_fanout 47 \
    drc 0 \
    grt_first_pass_wirelength_um 147000 \
    htreeDepth 3 \
    start_kind "flip-flop" \
    num_io_pins 263 \
    hp-class "flip-flop to flip-flop" \
    cp.depth 8 \
    grt_pass1_vias 23600 \
    worstRegToRegCells 7 \
    arrival_ns 4.90 \
    synthFlopType "edfxtp_1" \
    drv_slew 0 \
    p_int_w 0.00575 \
    reg2reg_from "wPtr[1]" \
    skew_ns 0.0121 \
    crit_start "rPtr[0]" \
    grt_max_degree 65 \
    synthCells 2137 \
    rsz0062_at_grt "false" \
    syn_area_um2 39500 \
    crit_buf_inv 4 \
    die_x_um 316 \
    viasPerCell 5.70 \
    hold_ws_ns 0.608 \
    fin_crit_sh_pct 49.9 \
    reg2reg_to "mem[1][65]" \
    clock_sinks 1030 \
    critical-path-max-stage-delay_ns 0.70 \
    p_sw_w 0.00272 \
    critPathTopFamily "buffers and inverters" \
    hold_viol_final 0 \
    warning_count 34 \
]
==> power by group through the flow <==
stage / combinational (W) / clock (W) / sequential, W
6_report: 0.00315 / 0.00226 / 0.00305
5_1_grt: 0.00340 / 0.00241 / 0.00306
4_1_cts: 0.00321 / 0.00231 / 0.00305
==> routing by layer <==
| metal | vias to the layer above | GRT usage [%] | wire [µm] |
|---|---|---|---|
| li1 | 9433 | - | - |
| met1 | 10600 | 27.4 | 35500 |
| met2 | 1344 | 33.3 | 48600 |
| met3 | 157 | 14.3 | 13500 |
| met4 | 16 | 4.42 | 2170 |
| met5 | - | 0.710 | 158 |
==> Yosys cell counts (2+ instances only) <==
master,number
nor3_1,131
nor2_1,5
mux2_2,128
edfxtp_1,1024
a222oi_1,128
a22o_1,128
nand2_1,262
xor2_1,6
ha_1,12
buf_2,15
a41oi_2,120
dfrtp_1,6
inv_1,7
and3_1,2
buf_6,12
o21ai_0,2
clkbuf_1,128
a41oi_1,8
==> cells by family after synthesis <==
| kind of cell | Yosys count | share of synthesized area, % |
|---|---|---|
| xor+xnor | 7 | 0.155 |
| flops | 1030 | 78.3 |
| compound gates | 389 | 11.3 |
| mux | 129 | 3.68 |
| fa+ha+maj | 12 | 0.381 |
| buf+inv | 164 | 1.85 |
| simple gates | 406 | 4.33 |
==> per-stage QoR <==
stage / instances / setup slack (ns)
floorplan: 2137 / 3.35
global route: 3781 / 7.90
detailed placement: 3581 / 8.84
CTS: 3777 / 8.07
global placement: 3581 / 8.85
finish: 3781 / 8.22
==> cells in the final DEF, fill, tap and decap left out, drive strengths merged, types with 2 or more instances in the layout <==
master	netlist	layout
and3	2	2
nor2	5	5
a222oi	128	128
diode	0	4
ha	12	12
o21ai	2	2
edfxtp	1024	1024
mux2	128	128
a22o	128	128
inv	7	12
clkinv	0	50
xor2	6	6
dfrtp	6	6
buf	29	63
clkbuf	128	134
nand2	262	262
nor3	131	131
clkdlybuf4s50	0	262
a41oi	128	128
bufinv	0	6
==> worst register-to-register path: stages (launching register included) <==
cell,delay [ns]
dfrtp_1,0.42
inv_1,0.13
ha_1,0.16
nand2_1,0.11
nor3_2,0.13
buf_4,0.58
buf_4,0.75
buf_4,0.64
==> state kept, by name, summed over array words and instances, names as in the netlist <==
| signal | count |
|---|---|
| mem | 1024 |
| rPtr | 3 |
| wPtr | 3 |
==> how the worst min path moves through the flow <==
stage | cells after the start | to
final | 1 | wPtr[0]
after global routing | 1 | wPtr[0]
after CTS | 1 | wPtr[0]
==> cell type report <==
type / instances / area (µm²) / share of cell area, %
diodes: 4 / 10.0 / 0.0214
well taps: 1276 / 1600 / 3.41
clock inverters: 62 / 523 / 1.12
inverters: 7 / 26.3 / 0.0560
multi-input cells: 943 / 7950 / 17.0
repair buffers: 325 / 3110 / 6.63
clock buffers: 134 / 2760 / 5.88
flip-flops and latches: 1030 / 30900 / 65.9
No activity file was given, so power comes from the tool's default toggle rates.
